==> flow/design.v <==
module i2c_fclk
(
 input clk,
 input rst,
 output reg s_clk,
 output reg strob_up,
 output reg strob_down 
);
localparam PERIOD_SIZE = (50_000_000 / 100_000);  
localparam COUNT_SIZE = $clog2(PERIOD_SIZE); 
localparam RISE_SIZE = (PERIOD_SIZE / 2)- 1,  
           FALLING_SIZE = (PERIOD_SIZE / 2)- 1; 
localparam STR_STATE_UP = 0,
           STR_STATE_DOWN =1,
		   DOWN_STATE = 2,
		   UP_STATE   = 3;
reg[1:0] State;
reg[COUNT_SIZE-1:0] cnt;  
always@(posedge clk or negedge rst)
begin
 if(~rst)
 begin
 State <= STR_STATE_DOWN;          
 cnt <= {RISE_SIZE{1'b0}};  
 end
 else begin 
  case(State)
  STR_STATE_DOWN: begin
    State <= DOWN_STATE; 
	cnt <= 0;
    strob_down <= 1'b1; 
 end
  DOWN_STATE: begin
  strob_down <= 1'b0;
  if(cnt == FALLING_SIZE)
  begin
   State <= STR_STATE_UP; 
   s_clk <= 1'b1; 
  end
  cnt <= (cnt == FALLING_SIZE)? 1'b0 : cnt + 1;  
  end
  STR_STATE_UP:begin
  State <= UP_STATE;
  cnt <= 0;
  strob_up <= 1'b1;
  end
  UP_STATE: begin
  strob_up = 1'b0;
  if(cnt == RISE_SIZE)
  begin
  State <= STR_STATE_DOWN; 
  s_clk <= 1'b0;  
 end
 cnt <= (cnt == RISE_SIZE)? 1'b0 : cnt + 1;
 end
 endcase
 end
end 
endmodule
module i2c_one
#(
  parameter DELAY = 1,
  parameter VALUE = 8'b11001001 
 )
(
 input  clk,
 input  n_rst,
 output  sda,
 output s_clk	
);
localparam DELAY_SIZE = DELAY,  
           START_SIZE = 1,      
		   ADDRESS_SIZE = 7,
		   WRITE_SIZE  = 7,
		   READ_SIZE = WRITE_SIZE,
		   ACK_SIZE = 1,
           STOP_SIZE = START_SIZE;
localparam DELAY_ST = 0, 
           START_ST = 1,
		   ADDRESS_ST = 2,
           READ_ST = 3,		   
		   WRITE_ST = 4,
		   ACK_ST = 5,
		   NACK_ST = 6,
		   STOP_ST = 7;
wire strob_up;
wire strob_down;
integer flag_clk;
integer sda_flag;
reg sda_out;
reg [3:0] cnt;          
reg [2:0] State;
reg [7:0] buffer = 8'b10110101; 
reg [7:0] address = 8'b10101001; 
reg [3:0] Nextcnt;
reg [2:0] Nextstate;
reg [7:0] Nextbuffer ; 
reg [7:0] Nextaddress ; 
i2c_fclk f_clk
(
  .clk(clk),
  .rst(n_rst),
  .s_clk(s_clk),
  .strob_up(strob_up),
  .strob_down(strob_down)  
);
assign sda = sda_out; 
always @(s_clk) begin 
 if(strob_down) begin  
  Nextstate = State;
  case(State)
  DELAY_ST  : if(cnt == DELAY_SIZE)  Nextstate = START_ST;
  START_ST  : if(cnt == START_SIZE)  Nextstate = ADDRESS_ST;
  ADDRESS_ST: if(cnt == ADDRESS_SIZE)Nextstate = ACK_ST;
  endcase
 end  
 else if(strob_up)begin  
 case(State)
 ACK_ST: Nextstate = (~sda) ?
	     ((buffer[7]==0) ? WRITE_ST:READ_ST): NACK_ST;
 endcase
end
end
always@(s_clk)begin
Nextcnt = cnt;
if(strob_down)begin
 Nextcnt = cnt + 1;
 case(State)
     DELAY_ST     : if (cnt == DELAY_SIZE)    Nextcnt = 0;
	 ADDRESS_SIZE : if (cnt == ADDRESS_SIZE)  Nextcnt = 0;
     WRITE_ST     : if (cnt == WRITE_SIZE)    Nextcnt = 0;
     READ_ST      : if (cnt == READ_SIZE)     Nextcnt = 0;
endcase        
end	
end  
always@(s_clk)begin  
Nextbuffer = buffer;
Nextaddress = address;
if(strob_up)
    case(State)
        ADDRESS_ST    : Nextaddress = { Nextaddress[6:0], sda_out};
    endcase
end
always@(posedge clk,negedge n_rst)begin  
if(~n_rst)begin
State <= DELAY_ST;
cnt <= 0;
buffer <= 0;
sda_out <=1'b1;
end
else begin
State <= Nextstate;
cnt <= Nextcnt;
buffer <= Nextbuffer;
address <= Nextaddress;
end
end
endmodule
==> flow/run.sh <==
#!/bin/bash
# OpenROAD 26Q1-2900-gdf79404cd8, Yosys 0.63+post, stock flow scripts
make -C /OpenROAD-flow-scripts/flow DESIGN_CONFIG=/design/flow/config.mk WORK_HOME=/design/flow/orfs finish
==> flow/config.mk <==
export PLATFORM = sky130hd
export DESIGN_NAME = i2c_one
export DESIGN_NICKNAME = i2c_one
export VERILOG_FILES = /design/flow/design.v
export SDC_FILE = /design/flow/constraint.sdc
export NUM_CORES = 4
export LEC_CHECK = 1
export CORE_AREA = 10 10 85 85
export DIE_AREA = 0 0 95 95
==> flow/constraint.sdc <==
current_design i2c_one

set clk_period 1.8
set clk_io_pct 0.2

create_clock -name clk0 -period $clk_period [get_ports {clk}]

set non_clock_inputs [all_inputs -no_clocks]
set_input_delay [expr $clk_period * $clk_io_pct] -clock clk0 $non_clock_inputs
set_output_delay [expr $clk_period * $clk_io_pct] -clock clk0 [all_outputs]
==> ci_impl_report.md <==
## Implementation flow summary

| Metric | Value |
|---|---|
| Most numerous logic cell after layout | `dfrtp_1` |
| Grt met1 use | `3.07%` |
| Max_cap viols | `0` |
| Core Util, Final | `15.0%` |
| Final slew viol count | `0` |
| # port buffers | `2` |
| Number of cells in Yosys stat | `58` |
| Simple share | `22.2%` |
| CP Cell Sequence | `inv_1 > ha_1 > nand4bb_4 > o21ai_1 > nor2_1` |
| CP startpoint kind | `flip-flop` |
| Final Cell Area | `821 um^2` |
| WL per Instance | `7.76 um` |
| Die Area | `9030 um^2` |
| Placed wire-length estimate | `800 um` |
| Fp_density | `12.2%` |
| Met2 usage | `3.83%` |
| Top FF cell, synth | `dfrtp_1` |
| Worst R2R Path Depth | `5` |
| Htree depth | `1` |
| Via count | `406` |
| Total Routing Usage GR | `2.51%` |
| Hold buffer count at CTS | `0` |
| Vias in the first global route | `386` |
| EDFF count, synth | `1` |
| Global route hottest layer | `met2` |
| Final Non-Filler Cells | `136` |
| Endpoints failing hold | `0` |
| Largest net degree at the start of global routing | `14` |
| Row Count | `27` |
| Post-Synth AOI/OAI Area | `12.6%` |
| Max Clk Rate | `0.688 GHz` |
| Worst clock skew | `0.00270 ns` |
| Iteration-0 DRC Markers | `45` |
| P_leak | `0.343 nW` |
| CTS resizes | `0` |
| CTS buffer count | `3` |
| Antenna viol nets, final | `0` |
| Met3 Use GR | `1.60%` |
| Power Density | `706 nW/um^2` |
| Residual DRC | `0` |
| Netlist Area Pre-Place | `666 um^2` |
| Asr flop ratio synth | `92.9%` |
| Routed Wire Length | `1060 um` |
| Min-delay worst type | `flip-flop to flip-flop` |
| CTS tree | `done` |
| Ys Warns | `2` |
| Gate Count Post-Synth | `58` |
| # placed instances | `132` |
| Max VDD drop | `296 uV` |
| Area growth syn-to-layout | `23.3%` |
| Clk pin slew, worst setup/hold paths | `0.05 ns` |
| Core Box Area | `5470 um^2` |
| Mean Syn Cell Area | `11.5 um^2` |
| Die Width | `95 um` |
| Initial antenna violation count | `0` |
| Number of I/O pins | `4` |
| CP max-delay cell | `dfrtp_1` |
| Max Root-Sink Buffers | `2` |
| CTS Root Cell | `clkbuf_8` |
| WP data arrival | `1.56 ns` |
| Drt first pass iters | `2` |
| Outcome | `finished clean` |
| Critical Path End Type | `flip-flop` |
| Setup TNS | `0 ns` |
| Layout cell share with drive strength beyond 1 | `20.3%` |
| Die Ht | `95 um` |
| Crit path max fanout | `6` |
| Synthesized registers | `14` |
| Tmin final | `1.45 ns` |
| Synth mux share | `0%` |
| Largest family of logic cells by area | `simple AND/OR/NAND/NOR gates` |
| Req. time, crit path | `1.90 ns` |
| Setup Fix Bufs, Post-CTS | `0` |
| Xor+xnor area frac | `3.95%` |
| Dominant logic cell types in the final layout | `12 x dfrtp_1, 9 x nor2_1, 4 x inv_1` |
| Yosys adder share | `3.76%` |
| Seq share, synth | `53.6%` |
| Endpoints failing setup | `0` |
| Final Wtd Congestion | `0.737` |
| Critical path type | `flip-flop to flip-flop` |
| Unrepaired setup endpoints after global routing | `false` |
| Grt total ovfl | `0` |
| Placed cell area | `776 um^2` |
| Yosys chip area | `666 um^2` |
| Tool warnings | `26` |
| Global-route wire length before repair | `1770 um` |
| Unique cell types | `29` |
| CTS sink cnt | `14` |
| Ant diodes | `0` |
| CP max stage delay | `0.41 ns` |
| Drt via density | `2.99` |
| WHS Path Cells | `1` |
| Clk latency of the worst-skew pair | `0.24 ns` |
| Crit share post-route | `80.8%` |
==> cell usage after synthesis, types with 2 or more instances <==
| cell | n | area, um^2 |
|---|---|---|
| a21o_1 | 2 | 15.0 |
| dfrtp_1 | 12 | 300 |
| ha_1 | 2 | 25.0 |
| inv_1 | 4 | 15.0 |
| nand3_1 | 2 | 10.0 |
| nand4_2 | 2 | 25.0 |
| nor2_1 | 9 | 33.8 |
| o21ai_0 | 2 | 10.0 |
| or3_1 | 2 | 12.5 |
| xnor2_1 | 2 | 17.5 |
==> final timing paths <==
check	from	endpoint	slack (ns)
max	f_clk.cnt[1]$_DFF_PN0_	f_clk.cnt[3]$_DFF_PN0_	0.35
min	f_clk.State[1]$_DFF_PN0_	f_clk.State[3]$_DFF_PN0_	0.43
max reg2reg	f_clk.cnt[1]$_DFF_PN0_	f_clk.cnt[3]$_DFF_PN0_	0.35
min reg2reg	f_clk.State[1]$_DFF_PN0_	f_clk.State[3]$_DFF_PN0_	0.43
max in group asynchronous	n_rst	f_clk.State[0]$_DFF_PN1_	1.10
min in group asynchronous	n_rst	f_clk.State[3]$_DFF_PN0_	0.47
==> critical path, delay by kind of cell (launching register included) <==
kind | cells | cell delay [ns]
adder cells (fa/ha/maj) | 1 | 0.19
buffers and inverters | 1 | 0.07
flip-flops | 1 | 0.41
AND/OR/NAND/NOR | 2 | 0.24
AND-OR/OR-AND | 1 | 0.41
==> where the power goes <==
| group | leakage, nW | switching (mW) | internal [mW] |
|---|---|---|---|
| registers | 0.184 | 0 | 0.318 |
| clock network | 0.0228 | 0.0962 | 0.156 |
| logic | 0.136 | 0.00608 | 0.00338 |
| total | 0.343 | 0.102 | 0.477 |
==> logic make-up after synthesis <==
| kind of cell | after synthesis |
|---|---|
| AND/OR/NAND/NOR | 22 |
| other | 1 |
| flip-flops | 14 |
| buffers and inverters | 5 |
| AND-OR/OR-AND | 11 |
| adder cells (fa/ha/maj) | 2 |
| XOR/XNOR | 3 |
==> flip-flops by register name, indices dropped and copies added (netlist names) <==
name         count
f_clk.State      4
f_clk.s_clk      1
f_clk.cnt        9
==> stage by stage <==
step / hold slack, ns / power, mW / setup WS, ns
after global placement: 0.414 / 0.334 / 0.318
after CTS: 0.438 / 0.592 / 0.344
after detailed placement: 0.426 / 0.333 / 0.359
final: 0.433 / 0.579 / 0.346
after floorplan: 0.0644 / 0.325 / 0.473
after global routing: 0.451 / 0.605 / 0.236
==> cell type report <==
type / instances / area, um^2
Timing Repair Buffer: 3 / 27.5
Multi-Input combinational cell: 39 / 287
Sequential cell: 14 / 357
Inverter: 4 / 15.0
Tap cell: 72 / 90.1
Fill cell: 612 / 4650
Clock buffer: 4 / 45.0
==> routing by layer <==
| layer | vias to the layer above | wire length, um |
|---|---|---|
| met3 | 0 | 79 |
| met1 | 191 | 529 |
| met4 | 0 | 0 |
| met2 | 5 | 446 |
| li1 | 210 | - |
| met5 | - | 0 |
No activity file was given, so power comes from the tool's default toggle rates.
